### config.mk
export PLATFORM = sky130hd
export DESIGN_NAME = uart_rx
export DESIGN_NICKNAME = uart_rx
export VERILOG_FILES = /design/flow/design.v
export SDC_FILE = /design/flow/constraint.sdc
export NUM_CORES = 4
export LEC_CHECK = 1
export CORE_AREA = 10 10 110 110
export DIE_AREA = 0 0 120 120
export SYNTH_HDL_FRONTEND = slang
### run.sh
#!/bin/bash
# OpenROAD 26Q1-2900-gdf79404cd8, Yosys 0.63+post, stock flow scripts
make -C /OpenROAD-flow-scripts/flow DESIGN_CONFIG=/design/flow/config.mk WORK_HOME=/design/flow/orfs finish
### design.v
module uart_rx 
	#(
		parameter TICKS_PER_BIT = 5208,
		parameter TICKS_PER_BIT_SIZE = 13
	)
	(
		input i_clk,
		input i_enable,
		input i_din,
		output wire w_test_led
	);
	localparam TICKS_TO_BIT		= TICKS_PER_BIT-1;
	localparam TICKS_TO_MIDLE	= TICKS_TO_BIT/2;
reg o_recvdata;
reg o_busy;
reg [7:0] o_rxdata;
	reg r_test_led;
	assign w_test_led = r_test_led;
	reg [7:0] rx_data;
	assign o_rxdata = rx_data;
	reg [4:0] currentState, nextState;
	reg din_buff;
	wire din_negedge_signal = ~i_din & din_buff;
	reg [3:0] bit_counter;
	reg [TICKS_PER_BIT_SIZE-1:0] bit_ticks_counter;
	reg [TICKS_PER_BIT_SIZE-1:0] bit_ticks_comparator;
	wire bit_ticks_ovf_signal			= (bit_ticks_counter == bit_ticks_comparator);
	wire bit_counter_ovf_signal 		= (bit_counter[3]);  
	localparam	STATE_IDLE			= 5'b00001,
				STATE_RECEIVE_START	= 5'b00010,
				STATE_RECEIVE_DATA	= 5'b00100,
				STATE_RECEIVE_STOP	= 5'b01000,
				STATE_DONE			= 5'b10000;
	always@(*) begin
		case (currentState)
			default: begin
				nextState = STATE_IDLE;
				o_recvdata = 0;
				o_busy = 0;
				bit_ticks_comparator = TICKS_TO_MIDLE;
			end
			STATE_IDLE: begin 
				o_recvdata = 0;
				o_busy = 0;
				bit_ticks_comparator = TICKS_TO_MIDLE;
				if(i_enable)
					if(din_negedge_signal)
						nextState = STATE_RECEIVE_START;
					else 
						nextState = STATE_IDLE;
				else
					nextState = STATE_IDLE;
			end  
			STATE_RECEIVE_START: begin
				o_recvdata = 0;
				o_busy = 1;
				bit_ticks_comparator = TICKS_TO_MIDLE;
				if(bit_ticks_ovf_signal) begin 
					if(!din_buff)
						nextState = STATE_RECEIVE_DATA;
					else
						nextState = STATE_IDLE;
				end 
				else
					nextState = STATE_RECEIVE_START;
			end  
			STATE_RECEIVE_DATA: begin 
				o_recvdata = 0;
				o_busy = 1;
				bit_ticks_comparator = TICKS_TO_BIT;
				if(bit_counter_ovf_signal)
					nextState = STATE_RECEIVE_STOP;
				else
					nextState = STATE_RECEIVE_DATA;
			end  
			STATE_RECEIVE_STOP: begin
				o_recvdata = 0;
				o_busy = 1;
				bit_ticks_comparator = TICKS_TO_BIT;
				if(bit_ticks_ovf_signal)
					nextState = STATE_DONE;
				else
					nextState = STATE_RECEIVE_STOP;
			end  
			STATE_DONE: begin 
				o_recvdata = 1;
				o_busy = 1;
				bit_ticks_comparator = TICKS_TO_BIT;
				nextState = STATE_IDLE;
			end  
		endcase
	end
	always @(posedge i_clk) begin 
		currentState <= nextState;
		din_buff <= i_din;
		if(currentState == STATE_IDLE) begin 
			bit_ticks_counter <= 0;
			bit_counter <= 0;
		end
		if(	currentState == STATE_RECEIVE_START || 
			currentState == STATE_RECEIVE_DATA	||
			currentState == STATE_RECEIVE_STOP) begin 
			if(bit_ticks_ovf_signal)
				bit_ticks_counter <= 0;
			else
				bit_ticks_counter <= bit_ticks_counter + 1;
		end
		if(currentState == STATE_RECEIVE_DATA) begin 
			if(bit_ticks_ovf_signal) begin
				bit_counter <= bit_counter + 1;
				rx_data <= rx_data[7:1];  
				rx_data[7] <= din_buff;
			end
		end
	end
	always @(posedge i_clk) begin
		if(o_rxdata == 8'hff) begin
			r_test_led <= 'd1;
		end
		else begin
			r_test_led <= 'd0;
		end
	end
endmodule 
### constraint.sdc
current_design uart_rx

set clk_period 4.6
set clk_io_pct 0.2

create_clock -name clk0 -period $clk_period [get_ports {i_clk}]

set non_clock_inputs [all_inputs -no_clocks]
set_input_delay [expr $clk_period * $clk_io_pct] -clock clk0 $non_clock_inputs
set_output_delay [expr $clk_period * $clk_io_pct] -clock clk0 [all_outputs]
==> notes.md <==
Here are the numbers from the latest Yosys + OpenROAD run.

The run finished with clean final reports. The worst path required time came out at approximately 4.6 ns. The global-route met1 utilization came out at 4.950%.

The global-route wire length before repair is 4174 um. By instance count after routing, the leading logic cell types are 21 x sky130_fd_sc_hd__edfxtp_1, 15 x sky130_fd_sc_hd__nand2_1, 11 x sky130_fd_sc_hd__dfxtp_1, 10 x sky130_fd_sc_hd__nor2_1, 9 x sky130_fd_sc_hd__xor2_1. STA lists the startpoint of the worst hold path as o_rxdata[6]. The slowest stage of the critical path belongs to the cell sky130_fd_sc_hd__nor3b_1. Counting the warning lines in the Yosys log gives 0. Counting cells, the worst reg-to-reg path comes to 4. The width of the chip came out at 120 um. The final timing report counts setup violations totalling 0. The hold buffer count at cts came out at 0.

Pin placement for this block handled 4 I/O pins. The sequential cell area fraction in the yosys report is roughly 55%. The worst path needs 2.038 ns of the cycle, external delays included. The endpoint kind of the worst setup timing path is a register. The layout overhead on the synthesized area came out at 18.79%. The sum of buffers and inverters on the critical path is 1. In the final layout, the fill cell count is between 1k and 1.5k. For this run, global-route usage on met2 was measured as between 4 and 5%. The y dimension of the die is ~120 um. The cell family contributing the most delay on the critical path is simple AND/OR/NAND/NOR gates. For this run, the detailed router's first-pass iteration total came to 4. The number of cells on the worst hold path is 0. The leading cell type in the layout, fill and taps excluded is sky130_fd_sc_hd__edfxtp_1. Across all setup checks in the final design, the least slack found is between 2 and 3 ns. The skew report gives the latency at the later pin of the worst-skew pair as 0.28 ns. The synthesized area is between 0.0015 and 0.002 sq mm.

In the Yosys report the total cell count is 129. The pre-CTS setup slack came out at 2.566 ns. For this run the detailed placement stage logged an HPWL of approximately 1700 um. The number of vias in the routed layout came out at 957.

The global-route usage over all layers is 3.442%. On met3, the global router reports a usage of 1.523%. According to the floorplan report, the placeable core area is 0.009774 sq mm. The number of core rows came out at 36.

The tool warning count is 25. The post-route setup TNS came out at 0 ns. The vias per cell is 3.518. Setup repair after global routing left no endpoint under its margin.

The critical path starts at bit_ticks_counter[0]. The number of routed nets with antenna violations is 0. The hold violation total from the final report came out at 0. The detailed-route DRC error count came out at 0. Once layout is done, the placed cells without fillers occupy 0.001851 sq mm. STA reports a reg2reg setup slack of 2.56 ns. The average size of a mapped cell came out at about 12 sq um. The sort of element at the start of the critical path is a register. The max-cap violation count is 0. Post-route period utilization is reported as 44.30%. The total detailed-routing wirelength is 2415 um.

The clock tree synthesis step divided the H-tree into 2 levels. The post-synthesis register bit count is 32. met1 is the most crowded layer. The repair_antennas step left the layout with diodes totalling 0. The final report gives the core utilization as 18.93%.

The critical path is of the register to register type. According to the Yosys statistics, the synthesized design has a chip area of 0.001558 sq mm. Max fanout on the critical path was recorded as 8.

The worst-case headroom to the max-slew limit came out at 59.47%. The routability congestion estimate is 0.8352. The signal on the critical path passes through ha_1, nor3b_1, nand3_2, inv_1. The clock arrives with 0.004574 ns of skew. The number of sinks handled by clock tree synthesis came out at 32. For the worst setup path, the data arrival time is 1.99 ns. In the hold report, the worst path ends at o_rxdata[5].

Once the clock tree was built, the setup fixing pass inserted 0 buffers. Power spread over the standard cell area amounts to approximately 340 mW/mm^2. Entering global routing, the biggest net connects 14 pins.

The clock-pin slew of the registers on the worst-case setup and hold paths is 0.07 ns. The cell resize tally after clock tree synthesis is 0. The leakage component of the power was reported as 0.5888 nW. Looking at the clock tree report, the root buffer type is sky130_fd_sc_hd__clkbuf_8. The share of cells above drive strength 1 is 15.83%. The average detailed-routed wire length per instance is 8.879 um. The cell count after synthesis is between 100 and 150. Per the placement log, port buffering inserted 3 buffers.

The final max-slew violation count recorded for this run is 0. Buffers inserted during clock tree synthesis total 5. The maximum VDD drop came out at about 0.00011 V. The via count of the first global-routing pass was 896.

The tally of unique sky130hd cells used after synthesis is 35. The DRC violation total after the first TritonRoute iteration came out at 58. The overall die area is between 0.01 and 0.015 sq mm.

Per the timing report, the most critical flop-to-flop path originates at bit_ticks_counter[0]. Detailed placement reports a standard cell area of ~0.0017 sq mm. TritonCTS built the clock tree. The longest clock path from root to sink contains 2 buffers. The number of antenna violations at the first check in global routing is 0. The worst hold path class is register to register. For the worst reg-to-reg path, the endpoint reported by OpenROAD is o_rxdata[5]. For this run the aggregate overflow at the end of global routing stands at 0. The highest achievable clock rate came out at 0.4907 GHz. The transition time recorded at the tightest slew-check pin is 0.6066 ns. The initial core utilization is 15.94%. The delay of the slowest cell on the worst path is 0.54 ns.
-- layout make-up --
class	count	area [sq um]	share of cell area, %
Inverter	3	11.26	0.6085
Clock buffer	6	82.58	4.462
Tap cell	133	166.4	8.993
Clock inverter	2	33.78	1.826
Timing Repair Buffer	3	30.03	1.623
Sequential cell	32	850.8	45.98
Multi-Input combinational cell	93	675.6	36.51
-- cell usage after synthesis, drive strengths merged --
master	n	area share, %
nor4bb	2	1.3
o32ai	1	1.0
and3	1	0.40
nor4	2	0.80
nor2	20	9.0
and3b	1	0.56
o22ai	1	0.40
inv	3	0.72
nand2b	1	0.40
and2b	1	0.48
o211ai	1	0.80
edfxtp	21	40
nand3b	2	0.96
mux2i	5	4.0
nor3	1	0.32
xnor2	4	2.2
dfxtp	11	14
a21o	1	0.96
nand4	4	1.6
and2	2	0.80
and4	1	0.56
ha	2	1.6
buf	1	1.3
nand2	15	3.6
o21ai	4	1.3
nor3b	2	0.96
nand4b	2	1.1
xor2	9	5.1
a22oi	1	0.48
nand3	7	2.6
-- through the flow --
step	instances	total power [mW]	hold WS, ns
6_report	272	0.6308	0.4502
5_1_grt	272	0.6551	0.4679
4_1_cts	272	0.6389	0.4514
3_5_place_dp	264	0.3635	0.4354
3_3_place_gp	264	0.3634	0.4385
2_1_floorplan	129	0.3547	0.4260
-- state kept, by name (all words and copies together) (netlist names) --
| name | count |
|---|---|
| bit_counter | 4 |
| bit_ticks_counter | 13 |
| currentState | 5 |
| din_buff | 1 |
| o_rxdata | 8 |
| w_test_led | 1 |
-- worst max-delay path by stage --
stage,to,slack [ns],cells past startpoint
4_1_cts,o_rxdata[5],2.56,4
6_report,o_rxdata[5],2.56,4
5_1_grt,o_rxdata[6],2.41,5
-- cell families after synthesis --
logic type	count (synthesis)	synth area share, %
compound gates	9	4.980
xor+xnor	13	7.309
fa+ha+maj	2	1.606
buf+inv	4	2.008
flops	32	54.62
mux	5	4.016
simple gates	64	25.46
-- power by group --
part / switching, mW / internal (mW)
clock network: 0.0992 / 0.174
logic: 0.0164 / 0.0108
registers: 0.0131 / 0.317
-- per-layer routing --
metal	vias to the layer above	wire [um]
met4	0	38
met2	26	988
met1	444	1211
met5	-	0
met3	6	177
li1	481	-
Power is estimated from default activity; no workload was simulated.
